--- design/flow/run.sh ---
#!/bin/bash
# OpenROAD 26Q1-2900-gdf79404cd8, Yosys 0.63+post, stock flow scripts
make -C /OpenROAD-flow-scripts/flow DESIGN_CONFIG=/design/flow/config.mk WORK_HOME=/design/flow/orfs finish
--- design/flow/config.mk ---
export PLATFORM = sky130hd
export DESIGN_NAME = memory
export DESIGN_NICKNAME = memory
export VERILOG_FILES = /design/flow/design.v
export SDC_FILE = /design/flow/constraint.sdc
export NUM_CORES = 4
export LEC_CHECK = 1
export CORE_UTILIZATION = 50
--- design/flow/constraint.sdc ---
current_design memory

set clk_period 4.1
set clk_io_pct 0.2

create_clock -name clk0 -period $clk_period [get_ports {clock}]

set non_clock_inputs [all_inputs -no_clocks]
set_input_delay [expr $clk_period * $clk_io_pct] -clock clk0 $non_clock_inputs
set_output_delay [expr $clk_period * $clk_io_pct] -clock clk0 [all_outputs]
--- design/flow/design.v ---
module memory(read,addr,write,memread,memwrite,clock);
input [15:0] addr,write;
input memread,memwrite,clock;
output reg [15:0] read;
reg [15:0]reg_file[32:0];
always @(posedge clock)
begin
	if(memwrite == 1)
		begin
		reg_file[addr]	= write;
		end
	else if(memread == 1)
		begin
		read = reg_file[addr];
		end
end
endmodule
==> report_table.html <==
<h3>Flow metrics</h3>
<table>
<tr><th>Metric</th><th>Value</th></tr>
<tr><th colspan="2">Synth</th></tr>
<tr><td>Dominant cell by count in the synthesized netlist</td><td>sky130_fd_sc_hd__edfxtp_1</td></tr>
<tr><td>Sequential area share after synthesis</td><td>77.9%</td></tr>
<tr><td>Yosys stat chip area</td><td>21000 um2</td></tr>
<tr><td>Distinct cell type count after synthesis</td><td>64</td></tr>
<tr><td>Async set-or-reset flop fraction in the synthesized netlist</td><td>0%</td></tr>
<tr><td>Warnings, synthesis</td><td>2</td></tr>
<tr><td>Gate count after technology mapping</td><td>1191</td></tr>
<tr><td>Dominant register cell</td><td>sky130_fd_sc_hd__edfxtp_1</td></tr>
<tr><td>Count of instantiated cells in the yosys netlist</td><td>1191</td></tr>
<tr><td>Cell Area, Synth</td><td>21000 um2</td></tr>
<tr><td>Ys flops</td><td>544</td></tr>
<tr><td>Top cell type's share of synthesized area</td><td>77.9%</td></tr>
<tr><td>Post-synthesis cell type with the largest combined area</td><td>sky130_fd_sc_hd__edfxtp_1</td></tr>
<tr><td>Average footprint of a synthesized cell</td><td>17.6 um2</td></tr>
<tr><td>Top cells by instance count after synthesis</td><td>sky130_fd_sc_hd__edfxtp_1 (544), sky130_fd_sc_hd__nand3_1 (110), sky130_fd_sc_hd__a22o_1 (49), sky130_fd_sc_hd__a22oi_1 (49), sky130_fd_sc_hd__nor2_1 (48)</td></tr>
<tr><td>Number of enable-type register cells in the synthesized netlist</td><td>544</td></tr>
<tr><td>Synth area leaders</td><td>sky130_fd_sc_hd__edfxtp_1 (78%), sky130_fd_sc_hd__nand3_1 (2.6%), sky130_fd_sc_hd__mux2i_1 (2.1%)</td></tr>
<tr><th colspan="2">Clock tree</th></tr>
<tr><td>Deepest level of the CTS H-tree</td><td>2</td></tr>
<tr><td>Number of cells upsized or downsized after cts</td><td>0</td></tr>
<tr><td>Cts bufs inserted</td><td>55</td></tr>
<tr><td>Hold-fix buffers at CTS</td><td>0</td></tr>
<tr><td>Clock transition at the registers of the reported paths</td><td>0.06 ns</td></tr>
<tr><td>Longest Clk Path Bufs</td><td>3</td></tr>
<tr><td>Post CTS Setup Buffer Count</td><td>0</td></tr>
<tr><td>Clock latency reported for the late side of the worst-skew pair</td><td>0.61 ns</td></tr>
<tr><td>CTS tree</td><td>yes</td></tr>
<tr><td>Clock tree sinks</td><td>544</td></tr>
<tr><td>CTS Root Buffer Type</td><td>sky130_fd_sc_hd__clkbuf_16</td></tr>
<tr><th colspan="2">Critical path</th></tr>
<tr><td>Critical path buffers and inverters</td><td>1</td></tr>
<tr><td>Data arrival, critical path</td><td>3.50 ns</td></tr>
<tr><td>Startpoint types</td><td>input port</td></tr>
<tr><td>Required time at the worst-slack endpoint</td><td>4.43 ns</td></tr>
<tr><td>CP max-delay cell</td><td>sky130_fd_sc_hd__nor4_4</td></tr>
<tr><td>Cell-by-cell listing of the critical path</td><td>clkdlybuf4s50_1, nor4_4, nand2b_1, xnor2_2, a2111oi_0, nand4_1</td></tr>
<tr><td>Worst setup EP type</td><td>register</td></tr>
<tr><td>Cell class contributing the biggest share of worst-path delay</td><td>simple AND/OR/NAND/NOR gates</td></tr>
<tr><td>Slowest Stage Delay on Critical Path</td><td>0.78 ns</td></tr>
<tr><td>Critical-path maximum fanout</td><td>8</td></tr>
<tr><td>Worst Setup Path Type</td><td>input port to register</td></tr>
<tr><th colspan="2">Pwr</th></tr>
<tr><td>Clock network power share</td><td>41.6%</td></tr>
<tr><td>Switching Fraction</td><td>20.9%</td></tr>
<tr><td>Int Pwr</td><td>9.05 mW</td></tr>
<tr><td>Power Dens Cells</td><td>468 nW/um2</td></tr>
<tr><td>Net switching power</td><td>2.39 mW</td></tr>
<tr><td>Maximum vdd ir drop</td><td>316 uV</td></tr>
<tr><td>Leakage power summed over all cells</td><td>7.92 nW</td></tr>
<tr><td>Relative contribution of sequential cells to total power</td><td>54.0%</td></tr>
<tr><td>Fraction of power consumed by combinational cells</td><td>4.3%</td></tr>
<tr><th colspan="2">Final timing</th></tr>
<tr><td>Setup Total Neg Slack</td><td>0 ns</td></tr>
<tr><td>Maximum operating frequency</td><td>316 MHz</td></tr>
<tr><td>Final hold vios</td><td>0</td></tr>
<tr><td>Unrepaired setup endpoints after global routing</td><td>false</td></tr>
<tr><td>Ratio of final minimum period to clock period</td><td>77.1%</td></tr>
<tr><td>Max-Slew Margin vs Limit</td><td>43.3%</td></tr>
<tr><td>Skew final</td><td>0.0159 ns</td></tr>
<tr><td>Final Max Slew Viols</td><td>0</td></tr>
<tr><td>Minimum clock period</td><td>3.16 ns</td></tr>
<tr><td>Transition at the pin with the smallest max-transition slack</td><td>0.847 ns</td></tr>
<tr><td>Number of endpoints failing setup at the final stage</td><td>0</td></tr>
<tr><th colspan="2">Die</th></tr>
<tr><td>I/O pin count</td><td>51</td></tr>
<tr><td>Placeable core region</td><td>41100 um2</td></tr>
<tr><td>Vertical die dimension</td><td>207 um</td></tr>
<tr><td>Placement row count</td><td>74</td></tr>
<tr><td>Chip Footprint</td><td>42700 um2</td></tr>
<tr><td>Floorplan Utilization</td><td>51.0%</td></tr>
<tr><td>Die width</td><td>207 um</td></tr>
<tr><th colspan="2">Flow run</th></tr>
<tr><td>Tool warnings</td><td>35</td></tr>
<tr><td>Max Cap Viol</td><td>0</td></tr>
<tr><th colspan="2">Global routing</th></tr>
<tr><td>Global Route Usage Sum</td><td>30.7%</td></tr>
<tr><td>Maximum number of pins on one net before global-route repair</td><td>34</td></tr>
<tr><td>Via count of the first global-routing pass</td><td>12300</td></tr>
<tr><td>Antenna violations before repair</td><td>0</td></tr>
<tr><td>Global routing met2 resource utilization</td><td>40.6%</td></tr>
<tr><td>Highest-utilization routing layer at the global route stage</td><td>met1</td></tr>
<tr><td>GR Util met1</td><td>45.3%</td></tr>
<tr><td>Global-route wire length before repair</td><td>82100 um</td></tr>
<tr><td>GRT Residual Overflow</td><td>0</td></tr>
<tr><td>Met3 track demand over resource</td><td>21.7%</td></tr>
<tr><th colspan="2">Drt</th></tr>
<tr><td>Drt initial violations</td><td>851</td></tr>
<tr><td>Via count</td><td>11900</td></tr>
<tr><td>Antenna viol nets, final</td><td>0</td></tr>
<tr><td>DRT Wirelength</td><td>56700 um</td></tr>
<tr><td>Vias per std cell</td><td>6.21</td></tr>
<tr><td>Iteration tally of the first detailed-router pass</td><td>7</td></tr>
<tr><td>Per-cell routed wire length</td><td>29.6 um</td></tr>
<tr><td>DRC violation count after routing</td><td>0</td></tr>
<tr><td>Ant. Diodes</td><td>0</td></tr>
<tr><th colspan="2">Finish</th></tr>
<tr><td>Area delta synth-&gt;final</td><td>16.7%</td></tr>
<tr><td>Fraction of final layout cells with drive strength greater than 1</td><td>19.4%</td></tr>
<tr><td>Filler Cells Inserted</td><td>3030</td></tr>
<tr><td>Final std cell area, no fill</td><td>24500 um2</td></tr>
<tr><th colspan="2">Placed design</th></tr>
<tr><td>HPWL after detailed placement</td><td>35600 um</td></tr>
<tr><td>Routability-driven placement congestion ratio</td><td>0.954</td></tr>
<tr><td>Placement Cell Area</td><td>22700 um2</td></tr>
<tr><td>Port Buffer Count</td><td>40</td></tr>
<tr><th colspan="2">Outcome</th></tr>
<tr><td>Result of the run</td><td>completed</td></tr>
<tr><th colspan="2">Worst hold path</th></tr>
<tr><td>Worst min path class</td><td>register to register</td></tr>
</table>
-- logic make-up after synthesis --
logic type / after synthesis / share of synthesized area [%]
multiplexers: 66 / 3.28
flip-flops: 544 / 77.9
AND-OR/OR-AND: 196 / 8.15
XOR/XNOR: 1 / 0.0776
buffers and inverters: 80 / 2.20
AND/OR/NAND/NOR: 304 / 8.36
-- layout make-up --
cell class	instances	area, um2	area share [%]
flip-flops and latches	544	16300	66.8
multi-input cells	567	4230	17.3
repair buffers	169	1500	6.15
clock buffers	66	1460	5.97
well taps	532	666	2.72
clock inverters	37	258	1.05
inverters	1	3.75	0.0153
-- sequential cells by signal (all words and copies together) (netlist names) --
signal / cells
reg_file: 528
read: 16
-- power by group through the flow --
stage	clock, mW	combinational (mW)	sequential [mW]
final	4.77	0.497	6.18
after global routing	5.05	0.532	6.18
after CTS	4.83	0.498	6.18
-- metrics by stage --
stage / std cells / util, % / total power, mW / hold slack [ns] / setup WS (ns)
2_1_floorplan: 1191 / - / 6.50 / 0.532 / 0.354
3_3_place_gp: 1813 / 55.3 / 6.79 / 0.556 / 0.335
3_5_place_dp: 1813 / 55.3 / 6.79 / 0.561 / 0.351
4_1_cts: 1916 / 59.5 / 11.5 / 0.577 / 0.988
5_1_grt: 1916 / 59.5 / 11.8 / 0.615 / 0.685
6_report: 1916 / 59.5 / 11.4 / 0.571 / 0.939
-- worst register-to-register path, delay by kind of cell, from the launching register on --
| kind | cells | cell delay, ns |
|---|---|---|
| multiplexers | 1 | 0.27 |
| AND/OR/NAND/NOR | 2 | 0.21 |
| flip-flops | 1 | 0.36 |
| AND-OR/OR-AND | 2 | 0.64 |
| buffers and inverters | 1 | 0.24 |
-- layout by cell type, fill, tap and decap left out, types with 11 or more instances in the layout --
master,n
sky130_fd_sc_hd__buf_4,117
sky130_fd_sc_hd__nor2_1,47
sky130_fd_sc_hd__and3_1,16
sky130_fd_sc_hd__mux2i_1,44
sky130_fd_sc_hd__mux2_2,22
sky130_fd_sc_hd__and2_1,11
sky130_fd_sc_hd__edfxtp_1,544
sky130_fd_sc_hd__clkinv_2,15
sky130_fd_sc_hd__nand2_1,23
sky130_fd_sc_hd__buf_12,12
sky130_fd_sc_hd__clkdlybuf4s50_1,37
sky130_fd_sc_hd__a22oi_1,49
sky130_fd_sc_hd__nand4_1,34
sky130_fd_sc_hd__a221oi_1,12
sky130_fd_sc_hd__clkbuf_16,57
sky130_fd_sc_hd__clkinv_1,17
sky130_fd_sc_hd__nand3_1,110
sky130_fd_sc_hd__a22o_1,49
-- path summary, 6_finish.rpt --
kind	startpoint	end	slack (ns)	cells after the start
worst min-delay path	reg_file[0][12]	read[12]	0.57	2
worst max register to register	reg_file[25][6]	read[6]	2.10	6
worst max-delay path	addr[0]	read[13]	0.94	6
worst min register to register	reg_file[0][12]	read[12]	0.57	2
-- routing by layer --
metal  share of wire [%]  up-vias
met3                  17       75
met2                  44      712
met5                   0        -
li1                    -     5234
met4                 3.2        0
met1                  36     5875
No activity file was given, so power comes from the tool's default toggle rates.
